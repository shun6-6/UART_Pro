[/design/flow/design.v]
`timescale 1ns / 1ps
module CLK_DIV_module#(
    parameter P_CLK_DIV_CNT = 2  
)(
    input    i_clk     ,
    input    i_rst     ,
    output   o_clk_div
    );
reg         ro_clk_div ;
reg  [15:0] r_cnt      ;
assign o_clk_div = ro_clk_div;
always @(posedge i_clk or posedge i_rst)begin
    if(i_rst)
        r_cnt <= 'd0;
    else if(r_cnt == P_CLK_DIV_CNT >> 1)
        r_cnt <= 'd0;
    else
        r_cnt <= r_cnt + 1;
end
always @(posedge i_clk or posedge i_rst)begin
    if(i_rst)
        ro_clk_div <= 'd0;
    else if(r_cnt == P_CLK_DIV_CNT >> 1)
        ro_clk_div <= ~ro_clk_div;
    else
        ro_clk_div <= ro_clk_div;
end
endmodule
`timescale 1ns / 1ps
module Uart_Drive#(
    parameter                          P_UART_CLK         =  250_000_000 , 
    parameter                          P_UART_BAUDRATE    =  9600        , 
    parameter                          P_UART_DATA_WIDTH  =  8           , 
    parameter                          P_UART_STOP_WIDTH  =  1           , 
    parameter                          P_UART_CHECK       =  0             
)(
    input                              i_clk          ,
    input                              i_rst          ,
    input                              i_uart_rx      ,
    output                             o_uart_tx      ,
    input  [P_UART_DATA_WIDTH - 1 : 0] i_usr_tx_data  ,
    input                              i_usr_tx_valid ,
    output                             o_usr_tx_ready ,
    output [P_UART_DATA_WIDTH - 1 : 0] o_usr_rx_data  ,
    output                             o_usr_rx_valid ,
    output                             o_user_clk     ,
    output                             o_user_rst      
    );
localparam  P_CLK_DIV_NUM = P_UART_CLK / P_UART_BAUDRATE ;
wire                             w_baud_clk         ;
wire                             w_baud_rst         ;
wire                             w_uart_rx_clk      ;
wire [P_UART_DATA_WIDTH - 1 : 0] w_usr_rx_data      ;
wire                             w_usr_rx_valid     ;
reg                              r_uart_rx_rst      ;
reg  [2:0]                       r_uart_overvalue   ;
reg  [2:0]                       r_uart_overvalue_1d;
reg                              r_rx_overlock      ;
reg                              r_usr_rx_valid_1d  ;
reg  [P_UART_DATA_WIDTH - 1 : 0] r_usr_rx_data_1    ;
reg  [P_UART_DATA_WIDTH - 1 : 0] r_usr_rx_data_2    ;
reg                              r_usr_rx_valid_1   ;
reg                              r_usr_rx_valid_2   ;
assign  o_user_clk      = w_baud_clk        ;
assign  o_user_rst      = w_baud_rst        ;
assign  o_usr_rx_data   = r_usr_rx_data_2   ;
assign  o_usr_rx_valid  = r_usr_rx_valid_2  ;
CLK_DIV_module#(
    .P_CLK_DIV_CNT   (P_CLK_DIV_NUM)  
)CLK_DIV_module_tx
(
    .i_clk           (i_clk),
    .i_rst           (i_rst),
    .o_clk_div       (w_baud_clk)
    );
CLK_DIV_module#(
    .P_CLK_DIV_CNT   (P_CLK_DIV_NUM)  
)CLK_DIV_module_rx
(
    .i_clk           (i_clk),
    .i_rst           (r_uart_rx_rst),
    .o_clk_div       (w_uart_rx_clk)
    );
rst_gen_module#(
    .P_RST_CYCLE     (1)
)rst_gen_module_u
(
    .i_clk           (w_baud_clk),
    .o_rst           (w_baud_rst)
    );  
Uart_Tx#(
    .P_UART_CLK         (P_UART_CLK       ),
    .P_UART_BAUDRATE    (P_UART_BAUDRATE  ),
    .P_UART_DATA_WIDTH  (P_UART_DATA_WIDTH),
    .P_UART_STOP_WIDTH  (P_UART_STOP_WIDTH),
    .P_UART_CHECK       (P_UART_CHECK     )
)Uart_Tx_u
(
    .i_clk              (w_baud_clk),
    .i_rst              (w_baud_rst),
    .o_uart_tx          (o_uart_tx     ),
    .i_usr_tx_data      (i_usr_tx_data ),
    .i_usr_tx_valid     (i_usr_tx_valid),
    .o_usr_tx_ready     (o_usr_tx_ready)
    );
Uart_Rx#(
    .P_UART_CLK         (P_UART_CLK       ), 
    .P_UART_BAUDRATE    (P_UART_BAUDRATE  ), 
    .P_UART_DATA_WIDTH  (P_UART_DATA_WIDTH), 
    .P_UART_STOP_WIDTH  (P_UART_STOP_WIDTH), 
    .P_UART_CHECK       (P_UART_CHECK     ) 
)Uart_Rx_u
(
    .i_clk              (w_uart_rx_clk),
    .i_rst              (w_baud_rst),
    .i_uart_rx          (i_uart_rx     ),
    .o_usr_rx_data      (w_usr_rx_data ),
    .o_usr_rx_valid     (w_usr_rx_valid)
    );
always@(posedge i_clk or posedge i_rst)begin
    if(i_rst)
        r_uart_rx_rst <= 1'd1;
    else if(!w_usr_rx_valid && r_usr_rx_valid_1d)
        r_uart_rx_rst <= 1'd1;
    else if(r_rx_overlock)
        r_uart_rx_rst <= 1'd0;
    else
        r_uart_rx_rst <= r_uart_rx_rst;
end
always@(posedge i_clk or posedge i_rst)begin
    if(i_rst)
        r_uart_overvalue <= 'd0;
    else if(!r_rx_overlock)
        r_uart_overvalue <= {r_uart_overvalue[1:0] , i_uart_rx};
    else
        r_uart_overvalue <=  3'b111;
end
always@(posedge i_clk or posedge i_rst)begin
    if(i_rst)
        r_uart_overvalue_1d <= 'd0;
    else
        r_uart_overvalue_1d <= r_uart_overvalue;
end
always@(posedge i_clk or posedge i_rst)begin
    if(i_rst)
        r_rx_overlock <= 'd0;
    else if(!w_usr_rx_valid && r_usr_rx_valid_1d)
        r_rx_overlock <= 'd0;
    else if(r_uart_overvalue == 3'b000 && r_uart_overvalue_1d != 3'b000)
        r_rx_overlock <= 1'b1;
    else
        r_rx_overlock <= r_rx_overlock;
end
always@(posedge i_clk or posedge i_rst)begin
    if(i_rst)
        r_usr_rx_valid_1d <= 'd0;
    else
        r_usr_rx_valid_1d <= w_usr_rx_valid;
end
always@(posedge w_baud_clk or posedge w_baud_rst)begin
    if(w_baud_rst)begin
        r_usr_rx_data_1  <= 'd0;
        r_usr_rx_data_2  <= 'd0;
        r_usr_rx_valid_1 <= 'd0;
        r_usr_rx_valid_2 <= 'd0;
    end
    else begin
        r_usr_rx_data_1  <= w_usr_rx_data;
        r_usr_rx_data_2  <= r_usr_rx_data_1;
        r_usr_rx_valid_1 <= w_usr_rx_valid;
        r_usr_rx_valid_2 <= r_usr_rx_valid_1;
    end
end
endmodule
`timescale 1ns / 1ps
module Uart_Rx#(
    parameter                          P_UART_CLK         =  250_000_000 ,  
    parameter                          P_UART_BAUDRATE    =  9600        ,  
    parameter                          P_UART_DATA_WIDTH  =  8           ,  
    parameter                          P_UART_STOP_WIDTH  =  1           ,  
    parameter                          P_UART_CHECK       =  0              
)(
    input                              i_clk          ,
    input                              i_rst          ,
    input                              i_uart_rx      ,
    output [P_UART_DATA_WIDTH - 1 : 0] o_usr_rx_data  ,
    output                             o_usr_rx_valid 
    );
reg [P_UART_DATA_WIDTH - 1 : 0] ro_usr_rx_data  ;
reg                             ro_usr_rx_valid ;
reg [1:0]                       r_uart_rx       ;
reg [15:0]                      r_cnt           ;
reg                             r_rx_check      ;
assign o_usr_rx_data      =     ro_usr_rx_data  ;
assign o_usr_rx_valid     =     ro_usr_rx_valid ;
always @(posedge i_clk or posedge i_rst)begin
    if(i_rst)
        r_uart_rx <= 2'b11;
    else
        r_uart_rx <= {r_uart_rx[0],i_uart_rx};
end
always @(posedge i_clk or posedge i_rst)begin
    if(i_rst)
        r_cnt <= 'd0;
    else if(r_cnt == 2 + P_UART_DATA_WIDTH + P_UART_STOP_WIDTH - 2 && P_UART_CHECK == 0)
        r_cnt <= 'd0;
    else if(r_cnt == 2 + P_UART_DATA_WIDTH + P_UART_STOP_WIDTH - 1 && P_UART_CHECK > 0)
        r_cnt <= 'd0;
    else if(i_uart_rx == 0 || r_cnt > 0)
        r_cnt <= r_cnt + 1;
    else
        r_cnt <= r_cnt;
end
always @(posedge i_clk or posedge i_rst)begin
    if(i_rst)
        ro_usr_rx_data <= 'd0;
    else if(r_cnt >= 1 && r_cnt <= P_UART_DATA_WIDTH)
        ro_usr_rx_data <= {i_uart_rx,ro_usr_rx_data[P_UART_DATA_WIDTH-1:1]};       
    else
        ro_usr_rx_data <= ro_usr_rx_data;
end
always @(posedge i_clk or posedge i_rst)begin
    if(i_rst)
        ro_usr_rx_valid <= 'd0;
    else if(r_cnt == P_UART_DATA_WIDTH && P_UART_CHECK == 0)
        ro_usr_rx_valid <= 1'd1;
    else if(r_cnt == P_UART_DATA_WIDTH + 1 && P_UART_CHECK == 1 && i_uart_rx == ~r_rx_check)
        ro_usr_rx_valid <= 1'd1; 
    else if(r_cnt == P_UART_DATA_WIDTH + 1 && P_UART_CHECK == 2 && i_uart_rx == r_rx_check)
        ro_usr_rx_valid <= 1'd1;
    else
        ro_usr_rx_valid <= 'd0;
end
always @(posedge i_clk or posedge i_rst)begin
    if(i_rst)
        r_rx_check <= 'd0;
    else if(r_cnt >= 1 && r_cnt <= P_UART_DATA_WIDTH)
        r_rx_check <= r_rx_check ^ i_uart_rx;
    else
        r_rx_check <= 'd0;
end
endmodule
`timescale 1ns / 1ps
module Uart_Tx#(
    parameter                          P_UART_CLK         =  250_000_000 ,  
    parameter                          P_UART_BAUDRATE    =  9600        ,  
    parameter                          P_UART_DATA_WIDTH  =  8           ,  
    parameter                          P_UART_STOP_WIDTH  =  1           ,  
    parameter                          P_UART_CHECK       =  0              
)(
    input                              i_clk          ,
    input                              i_rst          ,
    output                             o_uart_tx      ,
    input  [P_UART_DATA_WIDTH - 1 : 0] i_usr_tx_data  ,
    input                              i_usr_tx_valid ,
    output                             o_usr_tx_ready 
    );
reg                             ro_uart_tx      ;
reg                             ro_usr_tx_ready ;
reg [15:0]                      r_cnt           ;
reg [P_UART_DATA_WIDTH - 1 : 0] r_tx_data       ;
reg                             r_tx_check      ;
wire                            w_tx_active     ;
assign o_uart_tx      = ro_uart_tx                     ;
assign o_usr_tx_ready = ro_usr_tx_ready                ;
assign w_tx_active    = o_usr_tx_ready & i_usr_tx_valid;
always @(posedge i_clk or posedge i_rst)begin
    if(i_rst)
        ro_usr_tx_ready <= 1'd1;
    else if(w_tx_active) 
        ro_usr_tx_ready <= 'd0 ;
    else if(r_cnt == 2 + P_UART_DATA_WIDTH + P_UART_STOP_WIDTH - 3 && P_UART_CHECK == 0)
        ro_usr_tx_ready <= 1'd1;
    else if(r_cnt == 2 + P_UART_DATA_WIDTH + P_UART_STOP_WIDTH - 2 && P_UART_CHECK > 0)
        ro_usr_tx_ready <= 1'd1;
    else
        ro_usr_tx_ready <= ro_usr_tx_ready;
end
always @(posedge i_clk or posedge i_rst)begin
    if(i_rst)
        r_cnt <= 'd0;
    else if(r_cnt == 2 + P_UART_DATA_WIDTH + P_UART_STOP_WIDTH - 2 && P_UART_CHECK == 0) 
        r_cnt <= 'd0;
    else if(r_cnt == 2 + P_UART_DATA_WIDTH + P_UART_STOP_WIDTH - 1 && P_UART_CHECK > 0) 
        r_cnt <= 'd0;
    else if(!ro_usr_tx_ready)
        r_cnt <= r_cnt + 1;
    else
        r_cnt <= r_cnt;
end
always @(posedge i_clk or posedge i_rst)begin
    if(i_rst)
        r_tx_data <= 'd0;
    else if(w_tx_active) 
        r_tx_data <= i_usr_tx_data;
    else if(!ro_usr_tx_ready)
        r_tx_data <= r_tx_data >> 1;
    else
        r_tx_data <= r_tx_data;
end
always @(posedge i_clk or posedge i_rst)begin
    if(i_rst)
        ro_uart_tx <= 1;
    else if(w_tx_active) 
        ro_uart_tx <= 'd0;
    else if(r_cnt == 3 + P_UART_DATA_WIDTH - 3 && P_UART_CHECK > 0)
        ro_uart_tx <= P_UART_CHECK == 1 ? ~r_tx_check : r_tx_check;
    else if(r_cnt >= 3 + P_UART_DATA_WIDTH - 3 && P_UART_CHECK == 0)
        ro_uart_tx <= 1'd1;
    else if(r_cnt >= 3 + P_UART_DATA_WIDTH - 2 && P_UART_CHECK > 0)
        ro_uart_tx <= 1'd1;
    else if(!ro_usr_tx_ready)
        ro_uart_tx <= r_tx_data[0];
    else
        ro_uart_tx <= 1;
end
always @(posedge i_clk or posedge i_rst)begin
    if(i_rst)
        r_tx_check <= 'd0;
    else if(r_cnt == 3 + P_UART_DATA_WIDTH - 3)
        r_tx_check <= 'd0;
    else
        r_tx_check <= r_tx_check ^ r_tx_data[0];
end
endmodule
`timescale 1ns / 1ps
module rst_gen_module#(
    parameter P_RST_CYCLE  =  1
)(
    input     i_clk             ,
    output    o_rst  
    );  
reg        ro_rst = 1      ;
reg [15:0] r_cnt  = 0      ;
assign     o_rst = ro_rst  ;
always @(posedge i_clk)begin
    if(r_cnt == P_RST_CYCLE - 1 || P_RST_CYCLE == 0)
        r_cnt <= r_cnt;
    else
        r_cnt <= r_cnt + 1;
end
always @(posedge i_clk)begin
    if(r_cnt == P_RST_CYCLE - 1 || P_RST_CYCLE == 0)
        ro_rst <= 0;
    else
        ro_rst <= 1;
end
endmodule
[/design/flow/run.sh]
#!/bin/bash
# OpenROAD 26Q1-2900-gdf79404cd8, Yosys 0.63+post, stock flow scripts
make -C /OpenROAD-flow-scripts/flow DESIGN_CONFIG=/design/flow/config.mk WORK_HOME=/design/flow/orfs finish
[/design/flow/config.mk]
export PLATFORM = sky130hd
export DESIGN_NAME = Uart_Drive
export DESIGN_NICKNAME = Uart_Drive
export VERILOG_FILES = /design/flow/design.v
export SDC_FILE = /design/flow/constraint.sdc
export NUM_CORES = 4
export LEC_CHECK = 1
export CORE_UTILIZATION = 30
[/design/flow/constraint.sdc]
current_design Uart_Drive

set clk_period 1.9
set clk_io_pct 0.2

create_clock -name clk0 -period $clk_period [get_ports {i_clk}]

set non_clock_inputs [all_inputs -no_clocks]
set_input_delay [expr $clk_period * $clk_io_pct] -clock clk0 $non_clock_inputs
set_output_delay [expr $clk_period * $clk_io_pct] -clock clk0 [all_outputs]
==> metrics.cfg <==
[cts]
cts_hold_buf = 0
cts.clk_slew.worst_paths_ns = 0.07
clkLatencyLatePin_ns = 0.28
cts_resized = 0
post_cts_buffers = 0
cts_buffers = 5
cts_tree = yes
cts-htree-levels = 2
clockRootBuffer = clkbuf_16
cts_buffer_depth = 2

[global_routing]
grt_pass1_vias = 3384
use_met1_pct = 15.2
gr-usage-met3_pct = 1.52
use_met2_pct = 15.3
busiest_layer = met2
grt_max_degree = 66
grt_pass1_wl_um = 15300
overflow = 0
antenna_found_initial = 0
grt_usage_pct = 9.66

[timing]
setup_viol = 0
period_needed_ns = 1.80
timing.fmax_ghz = 0.556
unconstrained_endpoints = 115
rsz0062_at_grt = true
fin_crit_sh_pct = 94.7
slew_violations = 0
tightest_slew_ns = 0.782
hold_violations = 0
fin_skew_ns = 0.00710
slew_headroom_pct = 47.9
unclocked_pins = 86

[yosys]
ys_types = 40
ys_area_sq_um = 5560
synthCells = 469
synthesis.area_sq_um = 5560
ys_cells = 469
synthArstFlopShare_pct = 86.8
flop_cell = dfrtp_1
synth_warnings = 5
synth_top_cell_by_area = dfrtp_1
yosys.area.top_type_share_pct = 49.0
ys_seq_share_pct = 59.5
top_cells_by_area = dfrtp_1 (49%), edfxtp_1 (8.6%), xnor2_1 (6.5%), xor2_1 (5.0%), nor2_1 (3.4%)
avgSynthCellArea_sq_um = 11.9
synth_flops = 129
edf_count = 16

[power_and_ir_drop]
powerDensity_nw_per_um2 = 319
leakage_uw = 0.00277
max-vdd-ir-drop_mv = 0.432

[final_layout]
final_area_sq_um = 6320
drive_gt1_share_pct = 8.64
layout_top_cells = dfrtp_1 (109), nor2_1 (51), xnor2_1 (41), xor2_1 (32), nand3_1 (30)
layout_top_cell = dfrtp_1
layout.core_utilization_pct = 35.0
synthToLayoutAreaGrowth_pct = 13.7

[critical_path]
critPathRequiredTime_ns = 2.10
cp.arrival_ns = 2.00
path_class = reg2reg
crit_path_end_kind = flip-flop
start_kind = flip-flop
cp_max_fo = 3

[floorplan]
die_x_um = 138
fp.dieH_um = 138
fp_util_pct = 30.8
io_pins = 25
core_area_sq_um = 18100
num_rows = 49
dieArea_sq_um = 19100

[routing]
wl_um = 8590
dr.first_iter.drc_count = 287
wire_per_inst_um = 11.6
diodes = 0
ant_nets = 0
drc = 0
vias = 3405
first_pass_iters = 24
via_per_inst = 4.61

[hold_path]
hp-class = reg2async

[placement]
dpl_cell_area_sq_um = 6160
gp_congestion = 0.824
numPortBuffers = 24
dpl.hpwl_um = 6270

[flow_run]
cap_violations = 0
tool_warnings = 33

[run_status]
outcome = completed

==> critical path, cell delays in order (launching register included) <==
cell and delay, ns:
dfrtp_1 0.37, inv_1 0.06, ha_1 0.14, or4b_2 0.62
nor4_4 0.24, buf_4 0.16, xor2_1 0.14
==> registers in the layout, summed over array words and instances (netlist names), 3 cells and up <==
register	count
r_uart_overvalue_1d	3
rst_gen_module_u.r_cnt	16
Uart_Rx_u.ro_usr_rx_data	8
r_usr_rx_data_1	8
Uart_Tx_u.r_cnt	16
r_uart_overvalue	3
r_usr_rx_data_2	8
CLK_DIV_module_rx.r_cnt	16
Uart_Tx_u.r_tx_data	8
Uart_Rx_u.r_cnt	16
CLK_DIV_module_tx.r_cnt	16
==> cell type report <==
class                   instances  area, sq um
clock buffers                   5          125
clock inverters                 3         43.8
fillers                      1686        11800
inverters                      25         93.8
multi-input cells             309         2120
flip-flops and latches        129         3310
well taps                     229          287
repair buffers                 38          345
==> synthesized netlist by cell type, types with 2 or more instances <==
master and count:
nor2_1 51, xor2_1 32, and4_1 2, or4b_2 2
or2_2 3, nor4b_1 3, nand4_1 17, nor4_4 2
buf_4 2, a21oi_1 9, edfxtp_1 16, mux2i_1 10
buf_1 2, nor3_1 16, mux2_4 8, nor4_2 2
ha_1 12, nand3_1 30, nor4_1 14, nand2b_1 2
xnor2_1 41, inv_1 25, and3_1 8, dfstp_2 3
and3b_1 2, nand2_1 27, dfrtp_1 109, nor2b_1 7
==> metal layers <==
layer,vias up,wire length [um]
met5,-,0
met4,0,30
met3,4,304
met2,50,3860
met1,1671,4390
li1,1680,-
==> through the flow <==
stage	setup WS (ns)	std cells	TNS, ns	total power (uW)	hold WS, ns
final	0.101	738	0	2020	0.294
after global routing	-0.00156	738	-0.00210	2090	0.323
after CTS	0.0483	738	0	2040	0.310
after detailed placement	0.0518	730	0	1070	0.303
after global placement	0.0719	730	0	1060	0.286
after floorplan	0.0493	469	0	1030	0.280
==> power by group <==
| part | internal, uW | switching [uW] |
|---|---|---|
| combinational | 42.8 | 30.7 |
| clock | 619 | 346 |
| sequential | 955 | 24.0 |
==> kinds of logic (layout without fill, tap and decap cells) <==
kind of cell	Yosys count	count (layout)	synth area share, %
and+or+nand+nor	193	193	18.6
muxes	18	18	3.96
DFF	129	129	59.5
adders and majority gates	12	12	2.70
xor gates and xnor gates	73	73	11.5
buffers and inverters	31	71	2.36
AOI/OAI and AO/OA	13	13	1.39
==> worst paths after layout <==
path                            cells after the start  slack [ns]                      endpoint                        from
worst max-delay path                                6        0.10  CLK_DIV_module_tx.ro_clk_div  CLK_DIV_module_tx.r_cnt[0]
worst min-delay path                                2        0.29   CLK_DIV_module_rx.r_cnt[14]               r_uart_rx_rst
worst max register to register                      6        0.10  CLK_DIV_module_tx.ro_clk_div  CLK_DIV_module_tx.r_cnt[0]
worst min register to register                      2        0.29   CLK_DIV_module_rx.r_cnt[14]               r_uart_rx_rst
max in group asynchronous                           3        1.14                 r_uart_rx_rst                       i_rst
min in group clk0                                   0        0.38        r_uart_overvalue_1d[2]         r_uart_overvalue[2]
Power is estimated from default activity; no workload was simulated.
